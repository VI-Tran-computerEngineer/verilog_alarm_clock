==> flow/design.v <==
module BCD_decoder(output [6:0]out_led,
                   input [3:0]time_in,
						 input reset);
     reg [6:0]r_out_led;
	  always @(reset, time_in) begin
	      if(reset == 1)
			    r_out_led = 7'b1000000;
			else begin
			    case(time_in)
				    4'd1: r_out_led = 7'b1111001;
                4'd2: r_out_led = 7'b0100100;
                4'd3: r_out_led = 7'b0110000;
                4'd4: r_out_led = 7'b0011001;
                4'd5: r_out_led = 7'b0010010;
                4'd6: r_out_led = 7'b0000010;
                4'd7: r_out_led = 7'b1111000;
                4'd8: r_out_led = 7'b0000000;
                4'd9: r_out_led = 7'b0010000;
					 default: r_out_led = 7'b1000000;
			    endcase
	      end
	  end
	  assign out_led = r_out_led;
endmodule
module alarm_clock (output [4:0]BEEPING,           
                    output [13:0]HH_clock,      
						  output [13:0]MM_clock,      
						  output [13:0]SS_clock,      
						  input reset,                
						  input clk,
						  input [6:0]set_time,        
						  input [2:0]set_H_M_S,       
						  input [4:0]five_alarm,      
						  input change_real_time,     
						  input see_alarm_time);      
    wire clk_1s;  
    slowclock set_1s_clk(clk, reset, clk_1s);
    wire [7:0] A_hour[4:0];
    wire [7:0] A_min[4:0];
    wire [7:0] A_sec[4:0];
    wire [7:0] five_a;
    wire [7:0] hour;
    wire [7:0] min;
	 wire [7:0] sec;
	 wire w_check;
	 wire [2:0]w_H_M_S;
	 check_time_in check(.check_out(w_check), .H_M_S(w_H_M_S),
	                     .time_in({1'b0, set_time}), .is_hour(set_H_M_S));
	 wire w_alarm_t;
	 wire w_real_t;
	 demux dmp(.out_A(w_alarm_t), .out_R(w_real_t),
	           .enable(change_real_time), .in(w_check));
	 save_input SI(.A_hour0(A_hour[0]), .A_hour1(A_hour[1]), .A_hour2(A_hour[2]), .A_hour3(A_hour[3]), .A_hour4(A_hour[4]), 
	               .A_min0(A_min[0]), .A_min1(A_min[1]), .A_min2(A_min[2]), .A_min3(A_min[3]), .A_min4(A_min[4]),
						.A_sec0(A_sec[0]), .A_sec1(A_sec[1]), .A_sec2(A_sec[2]), .A_sec3(A_sec[3]), .A_sec4(A_sec[4]), 
	               .set_H_M_S(w_H_M_S), .set_time({1'b0, set_time}), .five_alarm(five_alarm), .check_in(w_alarm_t),
						.reset(reset), .clock(clk)); 
    counter cout(.hour(hour), .min(min), .sec(sec), .clk(clk_1s), .reset(reset),
	              .set_time({1'b0, set_time}), .enable(w_H_M_S), .save(w_real_t));
	 wire [4:0]auto_reset;     
	 wire [4:0]turn_on;        
	 compare_with_alarm comparator_A1(.on(turn_on[0]),
	                                  .a_hour(A_hour[0]), .hour(hour), .a_min(A_min[0]), .min(min), .a_sec(A_sec[0]), .sec(sec),
											    .on_or_off(five_alarm[0]), .rst(reset), .auto_rst(auto_reset[0]));
	 beep bp_A1(.beeping(BEEPING[0]), .auto_reset(auto_reset[0]),
	            .clk(clk_1s), .on(turn_on[0]), .reset(reset));
	 compare_with_alarm comparator_A2(.on(turn_on[1]),
	                                  .a_hour(A_hour[1]), .hour(hour), .a_min(A_min[1]), .min(min), .a_sec(A_sec[1]), .sec(sec),
											    .on_or_off(five_alarm[1]), .rst(reset), .auto_rst(auto_reset[1]));
	 beep bp_A2(.beeping(BEEPING[1]), .auto_reset(auto_reset[1]),
	            .clk(clk_1s), .on(turn_on[1]), .reset(reset));
	 compare_with_alarm comparator_A3(.on(turn_on[2]),
	                                  .a_hour(A_hour[2]), .hour(hour), .a_min(A_min[2]), .min(min), .a_sec(A_sec[2]), .sec(sec),
											    .on_or_off(five_alarm[2]), .rst(reset), .auto_rst(auto_reset[2]));
	 beep bp_A3(.beeping(BEEPING[2]), .auto_reset(auto_reset[2]),
	            .clk(clk_1s), .on(turn_on[2]), .reset(reset));
	 compare_with_alarm comparator_A4(.on(turn_on[3]),
	                                  .a_hour(A_hour[3]), .hour(hour), .a_min(A_min[3]), .min(min), .a_sec(A_sec[3]), .sec(sec),
											    .on_or_off(five_alarm[3]), .rst(reset), .auto_rst(auto_reset[3]));
	 beep bp_A4(.beeping(BEEPING[3]), .auto_reset(auto_reset[3]),
	            .clk(clk_1s), .on(turn_on[3]), .reset(reset));
	 compare_with_alarm comparator_A5(.on(turn_on[4]),
	                                  .a_hour(A_hour[4]), .hour(hour), .a_min(A_min[4]), .min(min), .a_sec(A_sec[4]), .sec(sec),
											    .on_or_off(five_alarm[4]), .rst(reset), .auto_rst(auto_reset[4]));
	 beep bp_A5(.beeping(BEEPING[4]), .auto_reset(auto_reset[4]),
	            .clk(clk_1s), .on(turn_on[4]), .reset(reset));
    wire [7:0]w_hour;
    mux mux_H(.out(w_hour),
	            .A_time0(A_hour[0]), .A_time1(A_hour[1]), .A_time2(A_hour[2]), .A_time3(A_hour[3]), .A_time4(A_hour[4]), 
					.R_time(hour), .choose_A(five_alarm), .A_or_R(see_alarm_time));
	 BCD_decoder _H(.out_led(HH_clock[6:0]), .time_in(w_hour[3:0]), .reset(reset));
	 BCD_decoder H_(.out_led(HH_clock[13:7]), .time_in(w_hour[7:4]), .reset(reset));
    wire [7:0]w_min;
    mux mux_M(.out(w_min),
	            .A_time0(A_min[0]), .A_time1(A_min[1]), .A_time2(A_min[2]), .A_time3(A_min[3]), .A_time4(A_min[4]), 
					.R_time(min), .choose_A(five_alarm), .A_or_R(see_alarm_time));	 
	 BCD_decoder _M(.out_led(MM_clock[6:0]), .time_in(w_min[3:0]), .reset(reset));
	 BCD_decoder M_(.out_led(MM_clock[13:7]), .time_in(w_min[7:4]), .reset(reset));
    wire [7:0]w_sec;
    mux mux_S(.out(w_sec),
	            .A_time0(A_sec[0]), .A_time1(A_sec[1]), .A_time2(A_sec[2]), .A_time3(A_sec[3]), .A_time4(A_sec[4]), 
					.R_time(sec), .choose_A(five_alarm), .A_or_R(see_alarm_time));	 
	 BCD_decoder _S(.out_led(SS_clock[6:0]), .time_in(w_sec[3:0]), .reset(reset));
	 BCD_decoder S_(.out_led(SS_clock[13:7]), .time_in(w_sec[7:4]), .reset(reset)); 
endmodule 
module mux(output [7:0]out,
           input [7:0]A_time0,
			  input [7:0]A_time1,
			  input [7:0]A_time2,
			  input [7:0]A_time3,
			  input [7:0]A_time4,
			  input [7:0]R_time,
			  input [4:0]choose_A,
			  input A_or_R);
	 reg [7:0]r_out;
	 always @(A_or_R, choose_A, R_time, A_time0, A_time1, A_time2, A_time3, A_time4) begin
	     if(~A_or_R) begin
		      casex(choose_A)
				     5'bxxxx1: r_out = A_time0;
					  5'bxxx10: r_out = A_time1;
				     5'bxx100: r_out = A_time2;
					  5'bx1000: r_out = A_time3;
					  5'b10000: r_out = A_time4;
					  default:  r_out = R_time;
				endcase   
		  end
		  else
		      r_out = R_time;
	 end
    assign out = r_out;
endmodule 
module demux(output out_R,
             output out_A,
             input enable,
				 input in);
	 reg r_out_R;
	 reg r_out_A;
    always @(in, enable) begin
        if(enable == 1) begin
		      r_out_R <= in;
				r_out_A <= 0;
		  end
		  else begin
		      r_out_A <= in;
				r_out_R <= 0;
        end
    end	 
	 assign out_A = r_out_A;
	 assign out_R = r_out_R;
endmodule 
module beep(output beeping,
            output auto_reset,
            input clk,
			   input on,
				input reset);
	  wire off;
	  assign off = reset | ~on;
	  counter_beep cnt(.beeping(beeping), .auto_reset(auto_reset), .clk(clk), .reset(off));  
endmodule
module counter_beep(output beeping,
                    output auto_reset,
                    input reset,
						  input clk);
   reg r_beep;
	reg r_auto_rst;
	reg [7:0]counter;
   always @(posedge clk, posedge reset) begin
      if(reset) begin
		   counter <= 0;
			r_beep <= 0;
			r_auto_rst <= 0;
		end
		else begin
		   r_auto_rst <= 0;
		   if(counter == 8'd59) begin
				r_beep <= 0;
				r_auto_rst <= 1;
			end
			else if(counter == 0) begin
			   r_beep <= 1;
				counter <= counter + 1;
			end
			else begin
			   counter <= counter + 1;
				r_beep <= ~r_beep;
			end
		end
   end	
	assign beeping = r_beep;
	assign auto_reset = r_auto_rst;
endmodule
module check_time_in(output check_out,
                     output [2:0]H_M_S,
                     input [7:0]time_in,
							input [2:0]is_hour);
	 reg [7:0]r_check;
	 reg [2:0]r_H_M_S;
    always @(is_hour, time_in) begin
				 if(is_hour == 3'b011) begin
				     if(time_in  <= 8'h23) begin
					      r_check = 1;
							r_H_M_S = 3'b011;
					  end
					  else 
					      r_check = 0;
				 end
				 else if(is_hour != 3'b111) begin
					  if(time_in <= 8'h59) begin
					      r_check = 1;
							if(is_hour == 3'b110)
							   r_H_M_S = 3'b110;
							else
							   r_H_M_S = 3'b101;
					  end
					  else
					      r_check  = 0;
				 end	
				 else 
				     r_check = 0;
	 end
	 assign H_M_S = r_H_M_S;
	 assign check_out = r_check;
endmodule
module compare_with_alarm(output on,
                          input [7:0]a_hour,
								  input [7:0]hour,
								  input [7:0]a_min,
								  input [7:0]min,
								  input [7:0]a_sec,
								  input [7:0]sec,
								  input on_or_off,
								  input rst,
								  input auto_rst);
     reg r_on;
	  reg [7:0]r_sec; 
	  reg [7:0]r_min;
	  reg [7:0]r_hour;
	  always @(rst, on_or_off, auto_rst, a_hour, hour, a_min, min, a_sec, sec) begin
	      if((rst) || (~on_or_off) ||(auto_rst)) begin
			    r_on = 0;
			end
			else begin
			   if(sec[3:0] == 4'b1001) begin    
				   r_sec[3:0] <= 0;
					if(sec[7:4] == 4'b0101) begin    
					   r_sec[7:4] <= 0;
						if(min[3:0] == 4'b1001) begin   
						   r_min[3:0] <= 0;
							if(min[7:4] == 4'b0101) begin    
							   r_min[7:4] <= 0;
							   if(hour == 8'b00100011)       
							      r_hour <= 0;
								else if(hour[3:0] == 4'b1001) begin     
								   r_hour[3:0] <= 0;
									r_hour[7:4] <= hour[7:4] + 1;
								end
							   else
							      r_hour <= hour + 1;
							end
							else begin
							   r_hour <= hour;
								r_min[7:4] <= min[7:4] + 1;
							end
						end
						else begin
						   r_hour <= hour;
							r_min[3:0] <= min[3:0] + 1;
							r_min[7:4] <= min[7:4];
						end
					end
					else begin
				      r_sec[7:4] <= sec[7:4] + 1;
					   r_min <= min;
					   r_hour <= hour;
					end	
				end
				else begin
				   r_sec[3:0] <= sec[3:0] + 1;
					r_sec[7:4] <= sec[7:4];
					r_min <= min;
					r_hour <= hour;
				end
			   if((a_hour == r_hour) && (a_min == r_min) && (a_sec == (r_sec)))
				   r_on <= 1;
	      end
	  end
	  assign on = r_on;
endmodule
module counter(output [7:0] hour,
               output [7:0] min,
				   output [7:0]sec,
               input clk,
					input reset,
					input [7:0]set_time,
					input [2:0]enable,
					input save);
	 reg [7:0]r_hour;
	 reg [7:0]r_min;
	 reg [7:0]r_sec;
	 always @(posedge clk, posedge reset) begin
	     if(reset) begin
		     r_hour <= 7'h0;
			  r_min <= 7'h0;
			  r_sec <= 7'h0;
		  end
		  else begin
		     if(save) begin
		        case(enable)
		           3'b011: r_hour <= set_time;
				     3'b101: r_min <= set_time;
				     3'b110: r_sec <= set_time;
		        endcase
	        end
			  else begin
		        if(r_sec == 7'h59) begin
			        if(r_min == 7'h59) begin
				        if(r_hour == 7'h23)
					        r_hour <= 7'h0;
					     else begin
					        if(r_hour[3:0] == 4'd9) begin
						        r_hour[3:0] <= 4'd0;
							     r_hour[7:4] <= r_hour[7:4] + 4'd1;
						     end
						     else
					           r_hour[3:0] <= r_hour[3:0] + 4'd1;
					     end
					     r_min <= 7'h0;
				     end
				     else begin
				        if(r_min[3:0] == 4'd9) begin
					        r_min[7:4] <= r_min[7:4] + 4'd1;
					        r_min[3:0] <= 4'd0;
					     end
					     else
					        r_min[3:0] <= r_min[3:0] + 4'd1;
				     end
				     r_sec <= 7'h0;
			     end
			     else begin
				     if(r_sec[3:0] == 4'd9) begin
					     r_sec[7:4] <= r_sec[7:4] + 4'd1;
					     r_sec[3:0] <= 4'd0;
				     end
				     else
					     r_sec[3:0] <= r_sec[3:0] + 4'd1;
			     end
			 end
	    end
	 end
    assign hour = r_hour;
    assign min = r_min;
	 assign sec = r_sec;  
endmodule
module save_input(output [7:0]A_hour0, output [7:0]A_hour1, output [7:0]A_hour2, output [7:0]A_hour3, output [7:0]A_hour4,
                  output [7:0]A_min0, output [7:0]A_min1, output [7:0]A_min2, output [7:0]A_min3, output [7:0]A_min4,
	               output [7:0]A_sec0, output [7:0]A_sec1, output [7:0]A_sec2, output [7:0]A_sec3, output [7:0]A_sec4, 
	               input [2:0]set_H_M_S,
	               input [7:0]set_time,
	               input [4:0]five_alarm,
	               input check_in,
						input reset,
						input clock);
    reg [7:0]r_A_hour[4:0];
    reg [7:0]r_A_min[4:0];
	 reg [7:0]r_A_sec[4:0];
	 always @(posedge clock, posedge reset) begin
	   if(reset) begin
	      r_A_sec[0] <= 8'h0;
			r_A_sec[1] <= 8'h0;
			r_A_sec[2] <= 8'h0;
			r_A_sec[3] <= 8'h0;
			r_A_sec[4] <= 8'h0;
			r_A_min[0] <= 8'h0;
			r_A_min[1] <= 8'h0;
			r_A_min[2] <= 8'h0;
			r_A_min[3] <= 8'h0;
			r_A_min[4] <= 8'h0;
			r_A_hour[0] <= 8'h0;
			r_A_hour[1] <= 8'h0;
			r_A_hour[2] <= 8'h0;
			r_A_hour[3] <= 8'h0;
			r_A_hour[4] <= 8'h0;
	   end	
	   else if(check_in) begin
	       if(set_H_M_S == 3'b110) begin
		      casex(five_alarm)
				    5'b10000: r_A_sec[4] = set_time;
					 5'bx1000: r_A_sec[3] = set_time;
					 5'bxx100: r_A_sec[2] = set_time;
					 5'bxxx10: r_A_sec[1] = set_time;
					 5'bxxxx1: r_A_sec[0] = set_time;
				endcase
		    end
		    else if(set_H_M_S == 3'b101) begin
		       casex(five_alarm)
				    5'b1xxxx: r_A_min[4] = set_time;
					 5'bx1xxx: r_A_min[3] = set_time;
					 5'bxx1xx: r_A_min[2] = set_time;
					 5'bxxx1x: r_A_min[1] = set_time;
					 5'bxxxx1: r_A_min[0] = set_time;
				endcase
		    end
		    else if(set_H_M_S == 3'b011) begin
		      casex(five_alarm)
				    5'b1xxxx: r_A_hour[4] = set_time;
					 5'bx1xxx: r_A_hour[3] = set_time;
					 5'bxx1xx: r_A_hour[2] = set_time;
					 5'bxxx1x: r_A_hour[1] = set_time;
					 5'bxxxx1: r_A_hour[0] = set_time;
				endcase
		    end
		end 
	 end
	 assign A_hour0 = r_A_hour[0];
	 assign A_hour1 = r_A_hour[1];
	 assign A_hour2 = r_A_hour[2];
	 assign A_hour3 = r_A_hour[3];
	 assign A_hour4 = r_A_hour[4];
	 assign A_min0 = r_A_min[0];
	 assign A_min1 = r_A_min[1];
	 assign A_min2 = r_A_min[2];
	 assign A_min3 = r_A_min[3];
	 assign A_min4 = r_A_min[4];
	 assign A_sec0 = r_A_sec[0];
	 assign A_sec1 = r_A_sec[1];
	 assign A_sec2 = r_A_sec[2];
	 assign A_sec3 = r_A_sec[3];
	 assign A_sec4 = r_A_sec[4];
endmodule			
module slowclock(clk, reset, clk_1);
     input clk;
	  input reset;
	  output clk_1;
	  reg clk_1s;
	  reg [31:0] counter;
	  always @(posedge clk, posedge reset) begin
	       if(reset) begin
			      counter <= 0;
					clk_1s <= 1'b0;
			 end
			 else begin
			   if(counter == 24999999) begin
			      clk_1s <= ~clk_1s;
					counter <= 0;
			   end
	         else
			      counter <= counter + 1;
			 end
		end
		assign clk_1 = clk_1s;
endmodule
==> flow/run.sh <==
#!/bin/bash
# OpenROAD 26Q1-2900-gdf79404cd8, Yosys 0.63+post, stock flow scripts
make -C /OpenROAD-flow-scripts/flow DESIGN_CONFIG=/design/flow/config.mk WORK_HOME=/design/flow/orfs finish
==> flow/config.mk <==
export PLATFORM = sky130hd
export DESIGN_NAME = alarm_clock
export DESIGN_NICKNAME = alarm_clock
export VERILOG_FILES = /design/flow/design.v
export SDC_FILE = /design/flow/constraint.sdc
export NUM_CORES = 4
export LEC_CHECK = 1
export CORE_UTILIZATION = 40
==> flow/constraint.sdc <==
current_design alarm_clock

set clk_period 8.5
set clk_io_pct 0.2

create_clock -name clk0 -period $clk_period [get_ports {clk}]

set non_clock_inputs [all_inputs -no_clocks]
set_input_delay [expr $clk_period * $clk_io_pct] -clock clk0 $non_clock_inputs
set_output_delay [expr $clk_period * $clk_io_pct] -clock clk0 [all_outputs]
==> summary.txt <==
Implementation numbers.

- Checking max transition, the worst relative margin is a little over a third.
- The longest incremental delay of any stage on the critical path is reported as slightly below 1000 ps.
- According to the timing report, the data required time at the worst endpoint equals about 6800 ps.
- The overall die size recorded for this design is between 30000 and 40000 µm².
- STA classifies the critical path endpoint as a primary output.
- The highest attainable clock frequency is approximately 140 MHz.
- After layout, the setup clock skew is reported as about 11 ps.
- Per the post-synthesis stats, the area per cell is about 10 µm².
- The detailed router reported a total wirelength of about 40000 µm.
- The height of the die is around 200 µm.
- The clock insertion delay at the later pin of the skew report is approximately 430 ps.
- The area of all placed cells without fillers is ~17000 µm².
- The leakage component of the power is about 8.0 nW.
- For this run the detailed placement stage logged an HPWL of roughly 30000 µm.
- 207 endpoints have no timing constraint.
- The path class of the lowest-slack min-delay path is register to register.
- The number of I/O pins is around 66.
- Entering global routing, the biggest net connects roughly 75 pins.
- The number of antenna violations at the first check in global routing was 0.
- The share of final-layout standard cells stronger than drive strength 1 is roughly an eighth.
- In this run, synthesis inferred 0 flip-flops with an integrated enable.
- The repair_antennas step left the layout with diodes totalling 0.
- The actual slew at the worst max-slew pin is 964.9 ps.
- STA classifies the critical path startpoint as a primary input.
- The synthesis stat section lists a flop and latch total of approximately 340.
- The final estimated routing congestion in global placement is 0.9412.
- The synthesized netlist occupies a cell area of 15510 µm².
- The leading area contributor after synthesis is dfrtp_1.
- The instance area at placement is 16760 µm².
- Of the post-synthesis cell area, the dominant cell type holds around 34%.
- The number of max-slew violations in the final report is 0.
- The multi-input logic area is roughly 7700 µm².
- The script parses the final routing iteration and logs DRC violations as 0.
- The largest driver fanout on the critical path is 20.
- The main area contributors are dfrtp_1 (34%), dlxtp_1 (12%), mux2_2 (8.1%).
- The post-route antenna net violation count is 0.
- The run finished with clean final reports.
- The largest voltage drop on the vdd net is between 0.0001 and 0.00015 V.
- In this run the tools logged warnings totalling roughly 53.
- Post-route period utilization is reported as 87.06%.
- The routed design shows a via density per instance of about 5.5.
- The wire length of the first global-routing pass is about 65000 µm.
- The DRC marker count from the first detailed-route iteration is between 600 and 700.
- The Yosys warning count is 143.
- The total number of vias is between 10k and 15k.
- The number of optimization iterations in the first detailed-route pass is 7.
- For reference, the critical path is launched at five_alarm[0].
- Registers take ~7200 µm².
- The count of unclocked register or latch pins is ~200.
- In the final routed layout, each cell accounts on average for a little under 20 µm.
- The arrival time at the worst endpoint is about 5700 ps.
- The die is 198.9 µm wide.
- For reference, the placement row count at floorplan is roughly 71.
- The clock tree from TritonCTS is yes.
- Once the clock tree was built, the resizer swapped 0 gates to a different size.
- The gate count of the mapped netlist is around 1.5k.
- According to the Yosys statistics, the synthesized design has a chip area of 15510 µm².
- The clock period minus final worst setup slack is 7400 ps.
- Among all stages on the critical path, the largest delay is contributed by clkdlybuf4s50_1.
- The sum of negative setup slack is 0 ps.
- Per the CTS log, the buffer count on the longest clock path is 2.
- In this run, post-CTS hold repair placed 0 buffers.
- In this run the number of H-tree levels came out at 4.
- Per the synthesis report, the number of distinct cell types is 75.
- The final timing report lists a hold violation count of 0.
- The starting utilization of the core area is between 40 and 50%.
- Per the post-CTS timing run, clock transition at the registers of the reported paths is around 60 ps.
- The beginning of the worst register-to-register path is set_1s_clk.counter[11].
- The TritonCTS buffer count is 17.
- The root cell of the clock tree is clkbuf_16.
- The most used flip-flop cell after synthesis is dfrtp_1.
- The number of global-route vias before repair is between 10k and 15k.
- The reported max-cap violation count is 0.
- The count of filler cells inserted in the layout is about 3.5k.
- The number of cells in the yosys synthesis report is around 1.5k.
- Setup repair after global routing left no endpoint under its margin.
- In this run the layout overhead on the synthesized area is reported as 11.91%.
- The critical path goes through clkdlybuf4s50_1, clkinv_1, a2bb2oi_1, a221oi_1, a21oi_1, inv_1, ha_1, nand2_1, o21ai_0, o221ai_1, a21oi_1, clkdlybuf4s50_1.
- The post-CTS repair timing setup buffer count is 0.
- Of all flip-flops after synthesis, the portion carrying an async set or reset was a little over 60%.
- In this run the power density over the cells is between 100 and 150 nW/µm².
- Per the OpenROAD floorplan log, the area of the core is ~38000 µm².
- The leftover overflow at the end of global routing is 0.
- The worst setup path is of the primary input to primary output kind.
- STA lists the startpoint of the worst hold path as set_1s_clk.clk_1s.
- The global router's overall resource usage is 22.39%.
- The setup violation total in the final timing report is 0.
- The setup slack on the worst flop-to-flop path is about 6400 ps.
- The count of input and output buffers is ~65.
-- cells in the mapped netlist, types with 21 or more instances --
cell      number
nand4_1       21
mux2_2       112
ha_1          45
a21oi_1       73
and3_1        35
o21ai_0       55
nor4_1        30
nor3_1        32
xor2_1       125
nand3_1       69
nand2_1       81
clkbuf_1      61
dlxtp_1      120
dfrtp_1      212
inv_1         47
xnor2_1       51
nand3b_1      28
nor2_1        73
-- registers in the layout (all words and copies together) (netlist names), 32 cells and up --
register,flops
set_1s_clk.counter,32
SI.r_A_hour,35
SI.r_A_sec,35
SI.r_A_min,35
-- worst max-delay path: cells and delay by family --
family,cells,cell delay [ps]
adders and majority gates,1,170
AOI/OAI and AO/OA,6,1460
buffers and inverters,4,2310
and+or+nand+nor,1,50
-- cell type report --
type	count	area share [%]
tap	511	3.684
multi-input combinational	1053	44.65
timing repair buffer	106	5.494
clock buffer	18	2.531
clock inverter	14	0.8724
sequential	340	41.65
inverter	50	1.110
-- worst paths after layout --
kind / to / cells past startpoint
max in group asynchronous: SI.r_A_min[1][6] / 5
hold / removal: set_1s_clk.clk_1s / 1
setup reg to reg: set_1s_clk.counter[29] / 5
setup / recovery: HH_clock[11] / 12
min in group asynchronous: SI.r_A_min[4][4] / 3
hold reg to reg: set_1s_clk.clk_1s / 1
-- layer usage --
layer	GRT usage, %	part of all wire [%]
met1	34.33	46
met2	32.76	44
met3	6.608	8.1
met4	3.875	2.0
met5	0	0
-- power by group --
part	internal [mW]	total [mW]	switching [mW]
clock	0.423	0.745	0.323
combinational	0.149	0.337	0.188
sequential	0.729	0.780	0.0517
total	1.30	1.86	0.562
-- cell families after synthesis --
kind of cell | Yosys count | synth area share (%)
mux | 124 | 8.916
simple gates | 453 | 16.03
fa+ha+maj | 45 | 3.631
xor+xnor | 176 | 9.941
buf+inv | 142 | 3.720
compound gates | 255 | 11.15
latches | 128 | 12.38
flops | 212 | 34.21
-- metrics by stage --
step	std cells	utilization, %	setup slack [ps]	power [mW]	hold WS (ps)
2_1_floorplan	1535	-	2027	0.9964	447.1
3_3_place_gp	2060	44.19	1181	1.124	451.1
3_5_place_dp	2060	44.19	1228	1.128	452.3
4_1_cts	2092	45.75	1190	1.877	474.6
5_1_grt	2092	45.75	881.7	1.948	500.9
6_report	2092	45.75	1100	1.863	470.8
-- layout by cell type (no fill, tap or decap), types with 41 or more instances in the layout --
cell / n
inv_1: 47
nor2_1: 73
o21ai_0: 55
xor2_1: 125
ha_1: 45
nand2_1: 81
xnor2_1: 51
mux2_2: 112
a21oi_1: 72
dlxtp_1: 120
clkdlybuf4s50_1: 64
buf_4: 41
dfrtp_1: 211
nand3_1: 69
Power is estimated from default activity; no workload was simulated.
